$ cat ./design.v
module lcd (  
    input       SYS_clk,
    input       SYS_reset,
    input[1:0]  SYS_buttons,
    output [14:4] pin,
    output reg [5:0] state
);
    parameter   CLEAR_DISPLAY_SIGNAL       = 8'h01,
                TWO_LINE_SIGNAL            = 8'h38,
                INCREMENT_CURSOR_SIGNAL    = 8'h06,
                RETURN_HOME_SIGNAL         = 8'h02,
                DISPLAYON_CURSOROFF_SIGNAL = 8'h0c,
                SANG    = 2'b00,
                TRUA    = 2'b01,
                CHIEU   = 2'b10,
                TOI     = 2'b11,
                CLEAR_0             = 0,
                CLEAR_1             = 1 ,
                CLEAR_2             = 2,
                SET_TWO_LINE_1      = 3,
                SET_TWO_LINE_2      = 4,
                INCREMENT_CURSOR_1  = 5,
                INCREMENT_CURSOR_2  = 6,
                RETURN_HOME_1       = 7,
                RETURN_HOME_2       = 8,
                TURN_OFF_CURSOR_1   = 9,
                TURN_OFF_CURSOR_2   = 10,
                SANG_WRITE_S_1      = 11,
                SANG_WRITE_S_2      = 12,
                SANG_WRITE_A_1      = 13,
                SANG_WRITE_A_2      = 14,
                SANG_WRITE_N_1      = 15,
                SANG_WRITE_N_2      = 16,
                SANG_WRITE_G_1      = 17,
                SANG_WRITE_G_2      = 18,
                TRUA_WRITE_T_1      = 19,
                TRUA_WRITE_T_2      = 20,
                TRUA_WRITE_R_1      = 21,
                TRUA_WRITE_R_2      = 23,
                TRUA_WRITE_U_1      = 24,
                TRUA_WRITE_U_2      = 25,
                TRUA_WRITE_A_1      = 26,
                TRUA_WRITE_A_2      = 27,
                CHIEU_WRITE_C_1     = 28,
                CHIEU_WRITE_C_2     = 29,
                CHIEU_WRITE_H_1     = 30,
                CHIEU_WRITE_H_2     = 31,
                CHIEU_WRITE_I_1     = 32,
                CHIEU_WRITE_I_2     = 33,
                CHIEU_WRITE_E_1     = 34,
                CHIEU_WRITE_E_2     = 35,
                CHIEU_WRITE_U_1     = 36, 
                CHIEU_WRITE_U_2     = 37,
                TOI_WRITE_T_1       = 38,
                TOI_WRITE_T_2       = 39, 
                TOI_WRITE_O_1       = 40,
                TOI_WRITE_O_2       = 41,
                TOI_WRITE_I_1       = 42,
                TOI_WRITE_I_2       = 43,
                IDLE                = 44;
    reg         RS;     
    reg         EN;
    reg [7:0]   DATA_out;
    wire        RW = 1'b0;
    assign pin[14:7] = DATA_out;
    assign pin[6]    = EN;
    assign pin[5]    = RW;
    assign pin[4]    = RS;
    wire us_clk;
    freq_divider #(.divisor(125_000))us_divider(
        .SYS_clk    (SYS_clk),
        .divided_clk(us_clk)
    );
    reg [5:0]  next_state;
    reg [1:0]  old_buttons;
    always @(negedge us_clk) 
    begin
        old_buttons <= SYS_buttons;
        if (SYS_reset || (old_buttons != SYS_buttons))
            state <= CLEAR_0;
        else
            state <= next_state;
    end
    always @(state)
    begin
        case (state)
            CLEAR_0:            next_state = CLEAR_1;
            CLEAR_1:            next_state = CLEAR_2;
            CLEAR_2:            next_state = SET_TWO_LINE_1;
            SET_TWO_LINE_1:     next_state = SET_TWO_LINE_2;
            SET_TWO_LINE_2:     next_state = INCREMENT_CURSOR_1;
            INCREMENT_CURSOR_1: next_state = INCREMENT_CURSOR_2;
            INCREMENT_CURSOR_2: next_state = RETURN_HOME_1;
            RETURN_HOME_1:      next_state = RETURN_HOME_2;
            RETURN_HOME_2:      next_state = TURN_OFF_CURSOR_1;
            TURN_OFF_CURSOR_1:  next_state = TURN_OFF_CURSOR_2;
            TURN_OFF_CURSOR_2: 
                case (SYS_buttons)
                    SANG:       next_state = SANG_WRITE_S_1;
                    TRUA:       next_state = TRUA_WRITE_T_1;
                    CHIEU:      next_state = CHIEU_WRITE_C_1;
                    TOI:        next_state = TOI_WRITE_T_1;
                endcase
            SANG_WRITE_S_1:     next_state = SANG_WRITE_S_2;
            SANG_WRITE_S_2:     next_state = SANG_WRITE_A_1;
            SANG_WRITE_A_1:     next_state = SANG_WRITE_A_2; 
            SANG_WRITE_A_2:     next_state = SANG_WRITE_N_1;
            SANG_WRITE_N_1:     next_state = SANG_WRITE_N_2;
            SANG_WRITE_N_2:     next_state = SANG_WRITE_G_1;
            SANG_WRITE_G_1:     next_state = SANG_WRITE_G_2;
            SANG_WRITE_G_2:     next_state = IDLE;
            TRUA_WRITE_T_1:     next_state = TRUA_WRITE_T_2;
            TRUA_WRITE_T_2:     next_state = TRUA_WRITE_R_1;
            TRUA_WRITE_R_1:     next_state = TRUA_WRITE_R_2;
            TRUA_WRITE_R_2:     next_state = TRUA_WRITE_U_1;
            TRUA_WRITE_U_1:     next_state = TRUA_WRITE_U_2;
            TRUA_WRITE_U_2:     next_state = TRUA_WRITE_A_1;
            TRUA_WRITE_A_1:     next_state = TRUA_WRITE_A_2;
            TRUA_WRITE_A_2:     next_state = IDLE;
            CHIEU_WRITE_C_1:    next_state = CHIEU_WRITE_C_2;
            CHIEU_WRITE_C_2:    next_state = CHIEU_WRITE_H_1;
            CHIEU_WRITE_H_1:    next_state = CHIEU_WRITE_H_2;
            CHIEU_WRITE_H_2:    next_state = CHIEU_WRITE_I_1;
            CHIEU_WRITE_I_1:    next_state = CHIEU_WRITE_I_2;
            CHIEU_WRITE_I_2:    next_state = CHIEU_WRITE_E_1;
            CHIEU_WRITE_E_1:    next_state = CHIEU_WRITE_E_2;
            CHIEU_WRITE_E_2:    next_state = CHIEU_WRITE_U_1;
            CHIEU_WRITE_U_1:    next_state = CHIEU_WRITE_U_2;
            CHIEU_WRITE_U_2:    next_state = IDLE;
            TOI_WRITE_T_1:      next_state = TOI_WRITE_T_2;
            TOI_WRITE_T_2:      next_state = TOI_WRITE_O_1;
            TOI_WRITE_O_1:      next_state = TOI_WRITE_O_2;
            TOI_WRITE_O_2:      next_state = TOI_WRITE_I_1;
            TOI_WRITE_I_1:      next_state = TOI_WRITE_I_2;
            TOI_WRITE_I_2:      next_state = IDLE;
            IDLE:               next_state = IDLE;
            default:            next_state = IDLE;
        endcase
    end
    always @(state)
    begin
        case (state)
            CLEAR_0: begin
                RS = 0;
                EN = 0;
                DATA_out = CLEAR_DISPLAY_SIGNAL;
            end
            CLEAR_1: begin
                RS = 0;
                EN = 1;
                DATA_out = CLEAR_DISPLAY_SIGNAL;
            end
            CLEAR_2: begin
                RS = 0;
                EN = 0;
                DATA_out = CLEAR_DISPLAY_SIGNAL;
            end
            SET_TWO_LINE_1: begin
                RS = 0;
                EN = 1;
                DATA_out = TWO_LINE_SIGNAL;
            end
            SET_TWO_LINE_2: begin
                RS = 0;
                EN = 0;
                DATA_out = TWO_LINE_SIGNAL;
            end
            INCREMENT_CURSOR_1: begin
                RS = 0;
                EN = 1;
                DATA_out = INCREMENT_CURSOR_SIGNAL;
            end
            INCREMENT_CURSOR_2: begin
                RS = 0;
                EN = 0;
                DATA_out = INCREMENT_CURSOR_SIGNAL;
            end
            RETURN_HOME_1: begin
                RS = 0;
                EN = 1;
                DATA_out = RETURN_HOME_SIGNAL;
            end
            RETURN_HOME_2: begin
                RS = 0;
                EN = 0;
                DATA_out = RETURN_HOME_SIGNAL;
            end
            TURN_OFF_CURSOR_1: begin
                RS = 0;
                EN = 1;
                DATA_out = DISPLAYON_CURSOROFF_SIGNAL;
            end
            TURN_OFF_CURSOR_2: begin
                RS = 0;
                EN = 0;
                DATA_out = DISPLAYON_CURSOROFF_SIGNAL;
            end
            SANG_WRITE_S_1: begin
                EN = 1;
                RS = 1;
                DATA_out = "S";
            end
            SANG_WRITE_S_2: begin
                EN = 0;
                RS = 1;
                DATA_out = "S";
            end
            SANG_WRITE_A_1: begin
                EN = 1;
                RS = 1;
                DATA_out = "A";
            end
            SANG_WRITE_A_2: begin
                EN = 0;
                RS = 1;
                DATA_out = "A";
            end
            SANG_WRITE_N_1: begin
                EN = 1;
                RS = 1;
                DATA_out = "N";
            end
            SANG_WRITE_N_2: begin
                EN = 0;
                RS = 1;
                DATA_out = "N";
            end
            SANG_WRITE_G_1: begin
                EN = 1;
                RS = 1;
                DATA_out = "G";
            end
            SANG_WRITE_G_2: begin
                EN = 0;
                RS = 1;
                DATA_out = "G";
            end
            TRUA_WRITE_T_1: begin
                EN = 1;
                RS = 1;
                DATA_out = "T";
            end
            TRUA_WRITE_T_2: begin
                EN = 0;
                RS = 1;
                DATA_out = "T";
            end
            TRUA_WRITE_R_1: begin
                EN = 1;
                RS = 1;
                DATA_out = "R";
            end
            TRUA_WRITE_R_2: begin
                EN = 0;
                RS = 1;
                DATA_out = "R";
            end
            TRUA_WRITE_U_1: begin
                EN = 1;
                RS = 1;
                DATA_out = "U";
            end
            TRUA_WRITE_U_2: begin
                EN = 0;
                RS = 1;
                DATA_out = "U";
            end
            TRUA_WRITE_A_1: begin
                EN = 1;
                RS = 1;
                DATA_out = "A";
            end
            TRUA_WRITE_A_2: begin
                EN = 0;
                RS = 1;
                DATA_out = "A";
            end
            CHIEU_WRITE_C_1: begin
                EN = 1;
                RS = 1;
                DATA_out = "C";
            end
            CHIEU_WRITE_C_2: begin
                EN = 0;
                RS = 1;
                DATA_out = "C";
            end
            CHIEU_WRITE_H_1: begin
                EN = 1;
                RS = 1;
                DATA_out = "H";
            end
            CHIEU_WRITE_H_2: begin
                EN = 0;
                RS = 1;
                DATA_out = "H";
            end
            CHIEU_WRITE_I_1: begin
                EN = 1;
                RS = 1;
                DATA_out = "I";
            end
            CHIEU_WRITE_I_2: begin
                EN = 0;
                RS = 1;
                DATA_out = "H";
            end
            CHIEU_WRITE_E_1: begin
                EN = 1;
                RS = 1;
                DATA_out = "E";
            end
            CHIEU_WRITE_E_2: begin
                EN = 0;
                RS = 1;
                DATA_out = "E";
            end
            CHIEU_WRITE_U_1: begin
                EN = 1;
                RS = 1;
                DATA_out = "U";
            end
            CHIEU_WRITE_U_2: begin
                EN = 0;
                RS = 1;
                DATA_out = "U";
            end
            TOI_WRITE_T_1: begin
                EN = 1;
                RS = 1;
                DATA_out = "T";
            end
            TOI_WRITE_T_2: begin
                EN = 0;
                RS = 1;
                DATA_out = "T";
            end
            TOI_WRITE_O_1: begin
                EN = 1;
                RS = 1;
                DATA_out = "O";
            end
            TOI_WRITE_O_2: begin
                EN = 0;
                RS = 1;
                DATA_out = "O";
            end
            TOI_WRITE_I_1: begin
                EN = 1;
                RS = 1;
                DATA_out = "I";
            end
            TOI_WRITE_I_2: begin
                EN = 0;
                RS = 1;
                DATA_out = "I";
            end
            IDLE: begin
                EN = 0;
                RS = 1'bx;
                DATA_out = 8'dx;
            end
            default: begin
                EN = 0;
                RS = 1'bx;
                DATA_out = 8'dx;
            end
        endcase
    end
endmodule
module freq_divider(
    input SYS_clk,
    output reg divided_clk
);
    parameter divisor = 125_000_000;
    parameter m = divisor/2;
    integer count;
    initial count = 0;
    always @(negedge SYS_clk)
    begin
        if (count >= m)
        begin
            count        <= 0;
            divided_clk  <= ~divided_clk;
        end
        else count <= count + 1;
    end
endmodule
$ cat ./run.sh
#!/bin/bash
# OpenROAD 26Q1-2900-gdf79404cd8, Yosys 0.63+post, stock flow scripts
make -C /OpenROAD-flow-scripts/flow DESIGN_CONFIG=/design/flow/config.mk WORK_HOME=/design/flow/orfs finish
$ cat ./config.mk
export PLATFORM = sky130hd
export DESIGN_NAME = lcd
export DESIGN_NICKNAME = lcd
export VERILOG_FILES = /design/flow/design.v
export SDC_FILE = /design/flow/constraint.sdc
export NUM_CORES = 4
export LEC_CHECK = 1
export CORE_UTILIZATION = 30
$ cat ./constraint.sdc
current_design lcd

set clk_period 5.8
set clk_io_pct 0.2

create_clock -name clk0 -period $clk_period [get_ports {SYS_clk}]

set non_clock_inputs [all_inputs -no_clocks]
set_input_delay [expr $clk_period * $clk_io_pct] -clock clk0 $non_clock_inputs
set_output_delay [expr $clk_period * $clk_io_pct] -clock clk0 [all_outputs]
==> flow_summary_export.csv <==
group,metric,value,unit
status,status,"completed",
min_path,whs_path_depth,1,
pwr,p_per_area,156.7,nW/um2
cts,cts_hold_buf,0,
drt,num_antenna_cells,0,
timing,grt_setup_unrepaired,"false",
timing,tns,0,ps
floorplanning,fp_util,30.88,%
drt,via_count,2592,
synth,synth_seq_share,32.84,%
synth,yosys_warnings,2,
pwr,p_sw_share,27.77,%
timing,tightestPinTransition,707.7,ps
final_layout,syn2layout_area_growth,14.68,%
timing,setup_violations,0,
synth,synth.top_cell.area_share,31.84,%
global_route,grtUsageTotal,12.95,%
run,tool_warnings,68,
drt,drt-total-wl,6081,um
drt,route.detailed.wl_per_inst,11.43,um
drt,drt_iter0_drc,126,
cts,insertion_delay,350,ps
critical_path,critPathCaptureType,"register",
timing,min_period_over_period,39.69,%
synth,ys_chip_area,3018,um2
pwr,internal-power,391.6,uW
pwr,p_switching,150.5,uW
synth,syn_area,3018,um2
timing,hold_viol_final,0,
critical_path,crit_type,"register to register",
timing,final_max_slew_viol_count,0,
floorplanning,die_x,102.3,um
synth,ys_cells,360,
synth,yosysTopAreaCell,"dfxtp_1",
synth,synth_cell_types,67,
final_layout,final_cell_count_no_fill,532,
place,place_congestion,0.9405,
synth,synth-async-reset-ratio,0,%
pwr,pwr-share-clk,55.0,%
critical_path,critPathRequiredTime,8930,ps
pwr,comb_power_share,2.6,%
place,dp_slack,3493,ps
place,io_buffers,18,
place,hpwl,4205,um
timing,setup_ws,3498,ps
run,drv_cap,0,
synth,syn_area_per_cell,8.383,um2
synth,ff_type,"dfxtp_1",
drt,drc_errors,0,
timing,fmax,434.3,MHz
place,dp.cells,492,
synth,ys_ff,49,
critical_path,rr_worst_depth,8,
min_path,hold_path.class,"register to register",
timing,unclocked_pins,16,
final_layout,drive_gt1_share,8.020,%
global_route,grt_max_degree,26,
critical_path,start_kind,"register",
floorplanning,rows,36,
drt,drt-pass1-iter-count,4,
drt,vias_per_cell,4.872,
critical_path,critical_path.max_fanout,6,
synth,top_cells_by_area,"dfxtp_1 32%, xor2_1 7.0%, nor2_1 5.6%",
cts,cts_tree,"yes",
cts,ctsResizeCount,0,
pwr,vdd_drop_max,185.5,uV
cts,numCtsBuffers,5,
cts,clk_pin_slew,40,ps
drt,ant_nets,0,
timing,skew,14.02,ps
cts,clock_path_buffers,2,
pwr,power_leakage,1.503,nW
critical_path,cp_data_arrival_time,5430,ps
timing,untimed_endpoints,31,
timing,post-route-min-period,2302,ps
timing,maxSlewHeadroom,52.46,%
global_route,grt_pass1_wl,11050,um
floorplanning,core_area,9774,um2
floorplanning,dieArea,10460,um2
cts,post-cts-setup-buffers,0,
global_route,grt_pass1_vias,2436,
global_route,grt_overflow,0,
floorplanning,dieHeight,102.3,um
cts,htree_num_levels,2,
cts,root_buffer,"clkbuf_8",
floorplanning,ioPinCount,21,
global_route,antenna_found_initial,0,
synth,synth-edff-count,1,
pwr,power,542.2,uW
pwr,seqPwrFrac,42.4,%
final_layout,nFillCells,997,
synth,syn-instance-count,360,
[metal layers]
metal	part of all wire, %	vias up	GRT usage (%)
met4	0.69	0	2.747
met3	3.1	6	3.060
met1	51	1185	18.70
li1	-	1357	-
met5	0	-	0
met2	45	44	20.03
[sequential cells by signal, summed over array words and instances, names as in the netlist]
register	cells
state	6
pin	8
us_divider.count	32
us_divider.divided_clk	1
old_buttons	2
[cell usage after synthesis, types with 5 or more instances]
cell,count
dfxtp_1,48
nor2_1,45
nand2_1,27
xor2_1,24
nand3_1,20
a21oi_1,17
ha_1,12
inv_1,12
o21ai_0,10
xnor2_1,10
buf_4,9
nor4_1,9
nor3_1,8
nand4_1,7
and3_1,6
and4_1,5
nand2b_1,5
[critical path, cell delays in order (launching register included)]
cell and delay, ps:
dfxtp_1 410, ha_1 260, and4_1 270, nand4_2 200, nor3_1 470, and3_1 260, nand4_1 120, xor2_1 150
nor2_1 50
[worst paths after layout]
path | start | endpoint | slack [ps]
worst min-delay path | us_divider.count[31] | us_divider.count[31] | 480
worst max-delay path | us_divider.count[0] | us_divider.count[30] | 3500
worst max register to register | us_divider.count[0] | us_divider.count[30] | 3500
worst min register to register | us_divider.count[31] | us_divider.count[31] | 480
[logic make-up (layout without fill, tap and decap cells)]
group                    after synthesis  after routing  synth area share [%]
AND-OR/OR-AND                         66             66                 15.76
XOR/XNOR                              34             34                 9.867
adder cells (fa/ha/maj)               12             12                 4.975
buffers and inverters                 36             74                 6.757
flip-flops                            49             49                 32.84
multiplexers                           2              2                0.6634
other                                  1              2                0.1243
AND/OR/NAND/NOR                      160            160                 29.02
[cells in the final DEF, fill, tap and decap left out, drive strengths merged, types with 2 or more instances in the layout]
cell type / n
a2111oi: 2
a211oi: 4
a21boi: 2
a21oi: 18
a22o: 2
a31oi: 2
and2: 3
and3: 6
and4: 5
and4b: 2
clkbuf: 5
clkdlybuf4s50: 18
clkinvlp: 2
conb: 2
dfxtp: 48
ha: 12
inv: 47
mux2i: 2
nand2: 27
nand2b: 5
nand3: 20
nand4: 9
nor2: 46
nor2b: 2
nor3: 9
nor4: 11
o2111ai: 2
o21ai: 16
o21bai: 2
o221ai: 2
o22ai: 3
o31ai: 2
or2: 3
or3: 6
xnor2: 10
xor2: 24
[power groups by stage]
stage	combinational (mW)	clock [mW]	sequential, mW
6_report	0.0142	0.298	0.230
5_1_grt	0.0166	0.343	0.229
4_1_cts	0.0143	0.312	0.230
[through the flow]
step	area, um2	hold slack [ps]	util, %
after global placement	3232	476.2	33.06
final	3461	480.9	35.41
after floorplan	3022	436.5	-
after global routing	3461	508.8	35.41
after CTS	3461	483.7	35.41
after detailed placement	3232	479.4	33.06
[cell type report]
cell class                 instances  area (um2)  share of cell area [%]
sequential                        49       991.0                   28.63
inverter                          14       52.55                   1.518
timing repair buffer              19       187.7                   5.423
clock buffer                       5       68.82                   1.988
multi-input combinational        276        1831                   52.89
clock inverter                    36       163.9                   4.736
tap                              133       166.4                   4.808
Power is estimated from default activity; no workload was simulated.
